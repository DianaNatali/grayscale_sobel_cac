===== /design/flow/design.v =====
localparam MAX_PIXEL_BITS = 15;              
localparam PIXEL_WIDTH_OUT = 8;
localparam SOBEL_COUNTER_MAX_BITS = 3;                               
localparam MAX_GRADIENT_WIDTH = $clog2((1 << PIXEL_WIDTH_OUT)*3);    
localparam MAX_PIXEL_VAL = 1<< PIXEL_WIDTH_OUT;                      
localparam MAX_GRADIENT_SUM_WIDTH = $clog2((1 << MAX_GRADIENT_WIDTH)*2);    
localparam MAX_RESOLUTION_BITS = 24;
    typedef struct packed {
        logic signed [PIXEL_WIDTH_OUT-1:0] pix0;
        logic signed [PIXEL_WIDTH_OUT-1:0] pix1;
        logic signed [PIXEL_WIDTH_OUT-1:0] pix2;
    } sobel_vector;
    typedef struct packed {
        sobel_vector vector0;
        sobel_vector vector1;
        sobel_vector vector2;
    } sobel_matrix;
module gray_scale_core(
    input logic    clk_i,
    input logic    nreset_i,
    input logic    start_i,
    input logic    finish_i,
    input logic    [MAX_PIXEL_BITS-1:0] in_px_rgb_i,
    output logic   [PIXEL_WIDTH_OUT-1:0] out_px_gray_o);
logic [PIXEL_WIDTH_OUT-1:0] red;
logic [PIXEL_WIDTH_OUT-1:0] green;
logic [PIXEL_WIDTH_OUT-1:0] blue;
typedef enum logic [1:0]{
    IDLE,
    PROCESSING} state_t;
state_t fsm_state, next;
always_ff @(posedge clk_i or negedge nreset_i)begin
    if(!nreset_i)begin
        fsm_state <= IDLE;
    end else begin
        fsm_state <= next;
    end
end
always_comb begin
    case(fsm_state)
        IDLE: begin
            if(start_i) begin next = PROCESSING; end
            else begin next = IDLE; end
        end
        PROCESSING: begin 
            if (finish_i) begin next = IDLE; end 
            else begin next = PROCESSING; end
        end
        default: begin
            next = IDLE; 
        end
    endcase
end
always_ff @(posedge clk_i or negedge nreset_i)begin
    if (!nreset_i)begin
        red <= 'b0;
        green <= 'b0;
        blue <= 'b0;
    end else begin
        case (next)
            IDLE: begin
                red <= 'b0;
                green <= 'b0;
                blue <= 'b0;
            end
            PROCESSING: begin
                red <= {3'b0, in_px_rgb_i[MAX_PIXEL_BITS-1:10]} <<3;
                green <= {3'b0, in_px_rgb_i[9:5]} <<3;
                blue <= {3'b0, in_px_rgb_i[4:0]} <<3;
            end
            default: begin
                red <= 'b0;
                green <= 'b0;
                blue <= 'b0;
            end
        endcase
    end
end
assign  out_px_gray_o = (red>>2)+(red>>5)+(green>>1)+(green>>4)+(blue>>4)+(blue>>5);
endmodule
module sobel_control (
        input logic    clk_i,
        input logic    nreset_i,
        input logic    start_i,
        input logic    finish_i,
        input logic    [PIXEL_WIDTH_OUT-1:0] in_px_gray_i,
        output logic   [PIXEL_WIDTH_OUT-1:0] out_px_sobel_o,
        output logic   px_ready_o
    );
    logic [SOBEL_COUNTER_MAX_BITS:0] counter_sobel;
    logic [MAX_RESOLUTION_BITS-1:0] counter_pixels;
    logic px_ready;
    sobel_matrix sobel_pixels; 
    logic [PIXEL_WIDTH_OUT-1:0] out_sobel_core;
    logic [PIXEL_WIDTH_OUT-1:0] out_sobel;
    typedef enum logic [2:0]{
        IDLE,
        FIRST_MATRIX, 
        NEXT_MATRIX, 
        END_FRAME} state_t;
    state_t fsm_state, next;
    sobel_core sobel(
        .matrix_pixels_i(sobel_pixels),
        .out_sobel_core_o(out_sobel_core)
    );
    always_ff @(posedge clk_i or negedge nreset_i)begin
        if(!nreset_i)begin
            fsm_state <= IDLE;
        end else begin
            fsm_state <= next;
        end
    end
    always_comb begin
        case(fsm_state)
            IDLE: begin
                if(start_i) next = FIRST_MATRIX;
                else next = IDLE;
            end
            FIRST_MATRIX: begin 
                if (counter_pixels == 1) next = NEXT_MATRIX; 
                else next = FIRST_MATRIX;
            end
            NEXT_MATRIX:begin
                if (finish_i) next = IDLE; 
                else next = NEXT_MATRIX;
            end
            default: next = IDLE;
        endcase
    end
    always_ff @(posedge clk_i or negedge nreset_i)begin
        if (!nreset_i)begin
            counter_sobel <= 'b0;
            counter_pixels <= 'b0;
            out_sobel <= 'b0;
            px_ready <= 'b0;
            sobel_pixels <= 'b0;
        end else begin
            case (next)
                IDLE: begin
                    px_ready <= 'b0;
                    out_sobel <= 'b0;
                    counter_pixels <= 'b0;
                    counter_sobel <= 'b0;
                end
                FIRST_MATRIX: begin
                    px_ready <= 'b0;
                    out_sobel <= '0;
                    case(counter_sobel)
                        1: sobel_pixels.vector0.pix0 <= in_px_gray_i;
                        2: sobel_pixels.vector0.pix1 <= in_px_gray_i;
                        3: sobel_pixels.vector0.pix2 <= in_px_gray_i;
                        4: sobel_pixels.vector1.pix0 <= in_px_gray_i;
                        5: sobel_pixels.vector1.pix1 <= in_px_gray_i;
                        6: sobel_pixels.vector1.pix2 <= in_px_gray_i;
                        7: sobel_pixels.vector2.pix0 <= in_px_gray_i;
                        8: sobel_pixels.vector2.pix1 <= in_px_gray_i;
                        9: sobel_pixels.vector2.pix2 <= in_px_gray_i;
                    endcase
                    counter_sobel <= counter_sobel + 1;
                    if (counter_sobel == 9) begin
                        counter_pixels <= counter_pixels + 1;
                        counter_sobel <= 'b0;
                        px_ready <= 'b1;
                        out_sobel <= out_sobel_core;
                    end
                end
                NEXT_MATRIX: begin
                    px_ready <= 'b0;
                    out_sobel <= '0;
                    case(counter_sobel)
                        1: begin 
                            sobel_pixels.vector0 <= sobel_pixels.vector1;
                            sobel_pixels.vector1 <= sobel_pixels.vector2;
                            sobel_pixels.vector2.pix0 <= in_px_gray_i;
                        end
                        2: begin
                            sobel_pixels.vector2.pix1 <= in_px_gray_i;
                        end
                        3: begin
                            sobel_pixels.vector2.pix2 <= in_px_gray_i;
                        end
                    endcase
                    counter_sobel <= counter_sobel + 1;
                    if (counter_sobel == 3) begin
                        counter_pixels <= counter_pixels + 1;
                        counter_sobel <= 'b0;
                        px_ready <= 'b1;
                        out_sobel <= out_sobel_core;
                    end
                end
                default: begin
                    px_ready <= 'b0;
                    out_sobel <= 'b0;
                    counter_pixels <= 'b0;
                    counter_sobel <= 'b0;
                end
            endcase
        end
    end
    assign  out_px_sobel_o = out_sobel;
    assign  px_ready_o = px_ready; 
endmodule
module sobel_core (
    input sobel_matrix matrix_pixels_i,
    output [PIXEL_WIDTH_OUT-1:0] out_sobel_core_o                           
);
logic signed [MAX_GRADIENT_WIDTH:0] x_grad;       
logic signed [MAX_GRADIENT_WIDTH:0] y_grad;                                    
logic signed [MAX_GRADIENT_WIDTH:0] abs_x_grad;
logic signed [MAX_GRADIENT_WIDTH:0] abs_y_grad;                
logic [MAX_GRADIENT_SUM_WIDTH:0] sum_xy_grad;                                    
assign x_grad = (({3'b0, matrix_pixels_i.vector0.pix2} - {3'b0, matrix_pixels_i.vector0.pix0}) + 
                (({3'b0, matrix_pixels_i.vector1.pix2} - {3'b0, matrix_pixels_i.vector1.pix0}) << 1) + 
                ({3'b0, matrix_pixels_i.vector2.pix2} - {3'b0, matrix_pixels_i.vector2.pix0}));
assign y_grad = (({3'b0, matrix_pixels_i.vector2.pix0} - {3'b0, matrix_pixels_i.vector0.pix0}) + 
                (({3'b0, matrix_pixels_i.vector2.pix1} - {3'b0, matrix_pixels_i.vector0.pix1}) << 1) + 
                ({3'b0, matrix_pixels_i.vector2.pix2} - {3'b0, matrix_pixels_i.vector0.pix2}));  
assign abs_x_grad = (x_grad[MAX_GRADIENT_WIDTH]? ~x_grad+1 : x_grad);   
assign abs_y_grad = (y_grad[MAX_GRADIENT_WIDTH]? ~y_grad+1 : y_grad);          
assign sum_xy_grad = (abs_x_grad + abs_y_grad);    
assign out_sobel_core_o = (|sum_xy_grad[MAX_GRADIENT_SUM_WIDTH:PIXEL_WIDTH_OUT])? MAX_PIXEL_VAL-1 : sum_xy_grad[PIXEL_WIDTH_OUT-1:0];   
endmodule
module top_gray_sobel(
        input logic    clk_i,
        input logic    nreset_i,
        input logic    [1:0] select_i,
        input logic    finish_i,
        input logic    start_i,
        input logic    [MAX_PIXEL_BITS-1:0] in_pixel_i,
        output logic   [MAX_PIXEL_BITS-1:0] out_pixel_o,
        output logic   px_ready_sobel_o
    );
    logic start_gray;
    logic start_sobel;
    logic [MAX_PIXEL_BITS-1:0] in_px_rgb;
    logic [PIXEL_WIDTH_OUT-1:0] in_px_gray;
    logic [PIXEL_WIDTH_OUT-1:0] out_px_gray;
    logic [PIXEL_WIDTH_OUT-1:0] out_px_sobel;
    logic [MAX_PIXEL_BITS-1:0] out_px_rgb;
    logic px_ready_sobel;
    gray_scale_core gray_scale0 (
        .clk_i(clk_i),
        .nreset_i(nreset_i),
        .start_i(start_gray),
        .finish_i(finish_i),
        .in_px_rgb_i(in_px_rgb),
        .out_px_gray_o(out_px_gray)
    );
    sobel_control sobel0 (
        .clk_i(clk_i),
        .nreset_i(nreset_i),
        .start_i(start_sobel),
        .finish_i(finish_i),
        .in_px_gray_i(in_px_gray),
        .out_px_sobel_o(out_px_sobel),
        .px_ready_o(px_ready_sobel)
    );
    typedef enum logic [1:0]{
        IDLE,
        BYPASS} state_t;
    state_t fsm_state, next;
    always_ff @(posedge clk_i or negedge nreset_i)begin
        if(!nreset_i)begin
            fsm_state <= IDLE;
        end else begin
            fsm_state <= next;
        end
    end
    always_comb begin
        case(fsm_state)
            IDLE: begin
                if(start_i && select_i == 'b11) begin next = BYPASS; end
                else begin next = IDLE; end
            end
            BYPASS: begin 
                if (finish_i) begin next = IDLE; end 
                else begin next = BYPASS; end
            end
            default: begin
                next = IDLE; 
            end
        endcase
    end
    always_ff @(posedge clk_i or negedge nreset_i)begin
        if (!nreset_i)begin
            out_px_rgb <= 'b0;
        end else begin
            case (next)
                IDLE: begin
                    out_px_rgb <= 'b0;
                end
                BYPASS: begin
                    out_px_rgb <= in_pixel_i;
                end
                default: begin
                    out_px_rgb <= 'b0;
                end
            endcase
        end
    end
    assign start_gray = (select_i == 'b0 || select_i == 'b10)? start_i : 'b0;
    assign start_sobel = (select_i == 'b01 || select_i == 'b10)? start_i : 'b0;
    assign in_px_rgb = (select_i == 'b0 || select_i == 'b10 || select_i == 'b11)?  in_pixel_i : 'b0;
    assign in_px_gray = (select_i == 'b01)?  in_pixel_i[PIXEL_WIDTH_OUT-1:0] : (select_i == 'b10)?  out_px_gray : 'b0;
    assign out_pixel_o = (select_i == 'b01 || select_i == 'b10)?  {7'b0, out_px_sobel} : (select_i == 'b0)?  {7'b0, out_px_gray} : out_px_rgb;
    assign px_ready_sobel_o = (select_i == 'b01 || select_i == 'b10)?  px_ready_sobel : 'b0;
endmodule

===== /design/flow/run.sh =====
#!/bin/bash
# OpenROAD 26Q1-2900-gdf79404cd8, Yosys 0.63+post, stock flow scripts
make -C /OpenROAD-flow-scripts/flow DESIGN_CONFIG=/design/flow/config.mk WORK_HOME=/design/flow/orfs finish

===== /design/flow/config.mk =====
export PLATFORM = sky130hd
export DESIGN_NAME = top_gray_sobel
export DESIGN_NICKNAME = top_gray_sobel
export VERILOG_FILES = /design/flow/design.v
export SDC_FILE = /design/flow/constraint.sdc
export NUM_CORES = 4
export LEC_CHECK = 1
export CORE_UTILIZATION = 30
export SYNTH_HDL_FRONTEND = slang

===== /design/flow/constraint.sdc =====
current_design top_gray_sobel

set clk_period 8.2
set clk_io_pct 0.2

create_clock -name clk0 -period $clk_period [get_ports {clk_i}]

set non_clock_inputs [all_inputs -no_clocks]
set_input_delay [expr $clk_period * $clk_io_pct] -clock clk0 $non_clock_inputs
set_output_delay [expr $clk_period * $clk_io_pct] -clock clk0 [all_outputs]

==> job_summary.md <==
## Implementation flow summary

| Metric | Value |
|---|---|
| TritonRoute pass-1 iters | 4 |
| Post-Synth Adder-Cell Area | 0.194 |
| Max-cap viol count | 0 |
| Worst hold path depth | 2 |
| RSZ-0062 raised after global routing | false |
| Post-synth EDFFs | 0 |
| Initial Util | 0.308 |
| Distinct cells, synth | 63 |
| Logic area | 0.00676 mm^2 |
| H-tree level count | 4 |
| Synth Instances | 1253 |
| Startpoint types | register |
| Worst Setup SP | gray_scale0.red[6] |
| Top cell area share | 0.322 |
| Hold WS | 0.478 ns |
| Initial DRC count | 484 |
| CP max-delay cell | clkdlybuf4s50_1 |
| Worst-path clk slew | 0.07 ns |
| Tool warnings | 33 |
| Core box area | 0.0358 mm^2 |
| Total grt overflow | 0 |
| Yosys aoi share | 0.176 |
| Sum Neg Setup Slack | 0 ns |
| GPL Wtd Cong | 0.901 |
| Global-route wire length before repair | 41400 um |
| Insertion Delay late pin | 0.43 ns |
| Vias in the first global route | 8133 |
| Worst Hold Endpoint | sobel0.sobel_pixels[36] |
| CTS Buf Count | 17 |
| Register area | 0.00363 mm^2 |
| Slew at the pin closest to its max-slew limit | 0.816 ns |
| CP max FO | 4 |
| Input/output buffers | 36 |
| Clock skew | 0.0176 ns |
| Crit path DAT | 5.20 ns |
| RR Startpoint | sobel0.sobel_pixels[0] |
| XOR/XNOR Fraction of Synth Area | 0.0651 |
| Yosys Instances | 1253 |
| Worst Setup End Kind | output port |
| Post-detail-place hpwl | 19400 um |
| Max_slew headroom | 0.454 |
| # IOs | 37 |
| Die H | 194 um |
| Uppermost layer routed | met4 |
| Initial antenna violation count | 0 |
| Chip area | 0.0375 mm^2 |
| Final Hold Viols | 0 |
| Fmax | 0.146 GHz |
| Wire per inst | 14.3 um |
| Fin util | 0.348 |
| Max incr delay on CP | 0.53 ns |
| Final WL | 24900 um |
| Synth top cell by count | dfrtp_1 |
| CP Cell Sequence | ha_1 -> fa_1 -> inv_1 -> fa_1 -> inv_1 -> fa_1 -> fa_1 -> ha_1 -> a21o_1 -> a21o_1 -> a21o_1 -> a21oi_1 -> xnor2_1 -> mux2i_1 -> o21ai_0 -> clkdlybuf4s50_1 |
| Warnings from Yosys | 0 |
| Vias per Instance | 4.81 |
| Max-slew violations | 0 |
| WP data required | 6.56 ns |
| Crit-path leading delay family | adder cells |
| Crit Path Category | reg -> out |
| Post-Syn Area | 0.0110 mm^2 |
| Top post-synthesis cells by count | dfrtp_1, nand2_1, inv_1 |
| Mux cell area share after synthesis | 0.00920 |
| Outcome | finished clean |
| TritonCTS clock tree | yes |
| Hold_buf cts | 0 |
| Die Width | 194 um |
| Primary FF master, synth | dfrtp_1 |
| # fillers | 3543 |
| Largest net degree at the start of global routing | 56 |
| Reg2reg path depth | 27 |
| Detailed-route DRC error count | 0 |
| Cell Rows | 69 |
| Flop2flop setup slack | 1.54 ns |
| Async S/R FF share, synth | 1.00 |
| Area Overhead vs Synth | 13.1% |
| Final setup vio count | 0 |
| Final Critical Period | 6.84 ns |
| Via count | 8398 |
| WP buf/inv | 3 |
| Hold path start | sobel0.sobel_pixels[36] |
| Area leader, netlist | dfrtp_1 |
| Share of cells above drive strength 1 | 0.0451 |
| Ant. Diodes | 0 |
| YS chip area | 0.0110 mm^2 |
| Antenna Nets Post-Route | 0 |
| Seq/Total Area, Yosys | 0.330 |
| Top non-seq family | adder cells |
| CTS max path bufs | 2 |
| Met3 routed WL | 842 um |
| Simple-gate share of the synthesized area | 0.169 |
| Syn Area/Cell | 8.79 um^2 |
| R2R Path End | sobel0.out_px_sobel_o[1] |
| Hold crit path type | reg -> reg |
| WL met2 | 11200 um |
| Post-layout period usage | 0.835 |
| Flops after synth | 145 |
| Root buf cell | clkbuf_16 |
| Cell mode on critical path | fa_1 |
| Total global-route track usage | 0.139 |
| Top cells by area | dfrtp_1, ha_1, fa_1 |
| DRT met1 WL | 12500 um |
| # resized after CTS | 0 |
| Total clock sinks | 145 |
| Setup Buffers After CTS | 0 |
[through the flow]
stage / instances / instance area (um^2) / setup WS [ns]
6_report: 1747 / 12500 / 1.36
4_1_cts: 1747 / 12500 / 1.30
5_1_grt: 1747 / 12500 / 0.962
3_5_place_dp: 1715 / 11900 / 1.54
3_3_place_gp: 1715 / 11900 / 1.68
2_1_floorplan: 1253 / 11000 / 2.16
[state kept, by name, summed over array words and instances (netlist names), 2 cells and up]
signal,cells
sobel0.counter_sobel,4
sobel0.counter_pixels,24
gray_scale0.fsm_state,2
gray_scale0.red,5
gray_scale0.green,5
gray_scale0.blue,4
sobel0.sobel_pixels,72
sobel0.out_px_sobel_o,8
out_px_rgb,15
fsm_state,2
sobel0.fsm_state,3
[final cells by class]
class,instances,share of cell area
multi-input cells,941,0.542
flip-flops and latches,145,0.291
well taps,461,0.0463
inverters,123,0.0370
repair buffers,45,0.0344
clock buffers,17,0.0341
clock inverters,15,0.0148
[metal layers]
layer	track usage	vias up
met1	0.214	3992
li1	-	4297
met5	0	-
met2	0.214	95
met4	0.0201	0
met3	0.0245	14
[worst min-delay path, stage by stage (launching register included)]
cell	delay, ns
dfrtp_1	0.34
nand2_1	0.05
o31ai_1	0.06
[worst max-delay path by stage]
stage | end | slack (ns) | cells after the start
finish | out_pixel_o[7] | 1.36 | 16
global route | sobel0.out_px_sobel_o[1] | 0.96 | 28
CTS | out_pixel_o[7] | 1.30 | 16
[kinds of logic (layout without fill, tap and decap cells)]
logic type,after synthesis,count (layout)
xor gates and xnor gates,81,81
and+or+nand+nor,396,396
AOI/OAI and AO/OA,306,306
DFF,145,145
muxes,10,10
adders and majority gates,148,148
buffers and inverters,167,200
[layout by cell type, fill, tap and decap left out, drive strengths merged, types with 38 or more instances in the layout]
cell type  count
xnor2         57
dfrtp        142
nor2         107
o21ai         87
fa            38
a21oi         74
o31ai         56
and2          47
inv          133
ha           110
nand2        135
